## config.mk

```make
export PLATFORM = sky130hd
export DESIGN_NAME = bus_mux
export DESIGN_NICKNAME = bus_mux
export VERILOG_FILES = /design/flow/design.v
export SDC_FILE = /design/flow/constraint.sdc
export NUM_CORES = 4
export LEC_CHECK = 1
export CORE_AREA = 10 10 81 81
export DIE_AREA = 0 0 91 91
```

## constraint.sdc

```tcl
current_design bus_mux

set clk_period 3.4
set clk_io_pct 0.2

create_clock -name clk0 -period $clk_period

set non_clock_inputs [all_inputs -no_clocks]
set_input_delay [expr $clk_period * $clk_io_pct] -clock clk0 $non_clock_inputs
set_output_delay [expr $clk_period * $clk_io_pct] -clock clk0 [all_outputs]
```

## design.v

```verilog
module bus_mux ( mem_out, addreg_out, pc_out, datareg_out, acc_out, instreg_out, temp_out, sel, busmux_out);
input [15:0] mem_out, datareg_out, acc_out, instreg_out,temp_out;
input [11:0] addreg_out, pc_out;
input [2:0] sel;
output reg [15:0] busmux_out;
parameter
a= 3'b000,
b= 3'b001,
c= 3'b010,
d= 3'b011,
e= 3'b100,
f= 3'b101,
g= 3'b110,
h= 3'b111;
always @ (*)
case(sel)
a: busmux_out <= {4'b0, addreg_out};
b: busmux_out <= {4'b0, pc_out};
c: busmux_out <= datareg_out;
d: busmux_out <= acc_out;
e: busmux_out <= instreg_out;
f: busmux_out <= mem_out;
g: busmux_out <= temp_out;
default: busmux_out <= 16'b0;
endcase
endmodule
```

## run.sh

```bash
#!/bin/bash
# OpenROAD 26Q1-2900-gdf79404cd8, Yosys 0.63+post, stock flow scripts
make -C /OpenROAD-flow-scripts/flow DESIGN_CONFIG=/design/flow/config.mk WORK_HOME=/design/flow/orfs finish
```

==> impl_metrics.json <==
{
  "end_kind": "output port",
  "ys_types": 27,
  "fp.dieH_um": 91,
  "grt_usage": 0.115,
  "p_total_mw": 0.275,
  "irDropWorstVdd_v": 0.0000551,
  "finalClockPeriodUsage": 0.899,
  "power.clock.fraction": 0,
  "finalWirelength_mm": 5.03,
  "seq_area_frac_synth": 0,
  "overflow": 0,
  "switching_share": 0.288,
  "cts_resized": 0,
  "syn_to_final_growth_pct": 127,
  "finalSetupViolCount": 0,
  "fp_util": 0.206,
  "dp_hpwl_mm": 4.40,
  "grt_pass1_wl_mm": 7.92,
  "cp_data_arrival_time_ns": 2.38,
  "drive_gt1_frac": 0.0788,
  "ant_nets": 0,
  "yosysChipArea_um2": 995,
  "slowest_delay_ns": 0.53,
  "design.seq.count": 0,
  "cap_violations": 0,
  "yosysWarnings": 1,
  "drc": 0,
  "io_pins": 123,
  "core_mm2": 0.00482,
  "routed_via_density": 4.44,
  "finalSetupTns_ns": 0,
  "dieArea_mm2": 0.00828,
  "drv_slew": 0,
  "wire_per_inst_um": 16.3,
  "p_int_mw": 0.196,
  "combPwrFrac": 1.000,
  "die_x_um": 91,
  "postCtsSetupBuffers": 0,
  "cp-start-kind": "input port",
  "required_ns": 2.72,
  "dr.pass1.iters": 6,
  "grt_pass1_vias": 1477,
  "power_density_mw_per_mm2": 121,
  "synth_cells": 122,
  "seqPwrFrac": 0,
  "fp-row-count": 25,
  "final-hold-violation-count": 0,
  "antenna_found_initial": 0,
  "n_antenna_cell": 0,
  "postCtsHoldBufs": 0,
  "io_buffer_count": 123,
  "p_leak_nw": 0.875,
  "gp_congestion": 0.791,
  "p_switching_mw": 0.0791,
  "fmax_ghz": 0.327,
  "crit_family": "buffers and inverters",
  "hold_class": "in2out",
  "synthesis.area_um2": 995,
  "relSlewSlack": 0.784,
  "tightest_slew_ns": 0.324,
  "cp_max_fo": 14,
  "yosys_cells": 122,
  "flop_area_um2": 0,
  "largest_area_cell": "mux2i_1",
  "status": "completed",
  "dr_total_vias": 1368,
  "rsz0062_at_grt": "no",
  "worst-path-buf-inv": 3,
  "top_cell_area_share": 0.272,
  "grt_start_max_net_pins": 19,
  "first_iter_violations": 41,
  "min_period_ns": 3.06,
  "path_cells": "clkdlybuf4s50_1 > buf_4 > nor3b_1 > a21oi_1 > o211ai_1 > clkdlybuf4s50_1",
  "warnings": 32,
  "clock_buffers": 0,
  "cpMaxStageDelayCell": "clkdlybuf4s50_1",
  "synthTopCellsByArea": "mux2i_1 27%, mux2_1 12%, o221ai_2 9.1%",
  "syn_avg_cell_area_um2": 8.15,
  "crit_top_cell": "clkdlybuf4s50_1",
  "critical_path_class": "in2out"
}
==> power by group through the flow <==
stage / registers, mW / clock network, mW / logic [mW]
after CTS: 0 / 0 / 0.279
after global routing: 0 / 0 / 0.300
final: 0 / 0 / 0.275
==> worst min-delay path, delay by kind of cell <==
kind | cells | cell delay (ns)
AOI/OAI and AO/OA | 1 | 0.12
buffers and inverters | 2 | 0.62
==> final cells by class <==
cell class / instances / area (µm²)
Inverter: 1 / 3.75
Fill cell: 505 / 2550
Multi-Input combinational cell: 108 / 886
Tap cell: 67 / 83.8
Timing Repair Buffer: 132 / 1290
==> kinds of logic after synthesis <==
group	synth area share
multiplexers	0.408
AND/OR/NAND/NOR	0.169
buffers and inverters	0.109
AND-OR/OR-AND	0.314
==> through the flow <==
step | setup slack (ns) | util | instance area [µm²] | cells | hold slack [ns]
floorplan | 1.31 | - | 995 | 122 | 1.45
global placement | 0.388 | 0.470 | 2260 | 308 | 2.12
detailed placement | 0.344 | 0.470 | 2260 | 308 | 2.10
CTS | 0.324 | 0.470 | 2260 | 308 | 2.11
global route | 0.170 | 0.470 | 2260 | 308 | 2.16
finish | 0.343 | 0.470 | 2260 | 308 | 2.11
==> routing by layer <==
metal	GRT usage	routed length, µm	vias up
li1	-	-	713
met1	0.146	2280	583
met2	0.192	2250	72
met3	0.0465	498	0
met4	0	0	0
met5	0	0	-
==> placed cells by master, fill, tap and decap left out, types with 2 or more instances in the layout <==
cell type / instances
o21a_1: 10
nand3_1: 10
mux2_1: 11
o221ai_2: 6
mux2i_1: 27
nor2b_1: 3
buf_4: 9
nand2_1: 13
o221ai_1: 4
a22o_1: 4
buf_2: 2
nor2_1: 6
a221o_1: 4
clkdlybuf4s50_1: 121
==> final timing paths <==
| path | slack [ns] | from | depth (start not counted) | to |
|---|---|---|---|---|
| worst max-delay path | 0.34 | sel[2] | 6 | busmux_out[5] |
| worst min-delay path | 2.11 | sel[0] | 3 | busmux_out[5] |
==> cell usage after synthesis (3+ instances only) <==
cell / number
buf_2: 5
nor2b_1: 3
buf_6: 3
nor2_1: 6
nand2_1: 13
mux2i_1: 27
a22o_1: 4
a221o_1: 4
buf_4: 3
o221ai_2: 6
nand3_1: 10
o21a_1: 10
mux2_1: 11
o221ai_1: 4
No activity file was given, so power comes from the tool's default toggle rates.
