File: design/flow/design.v
module acc_reg( acc_in, clk, load, clr, inc,acc_out);
output reg [15:0]acc_out;
input [15:0] acc_in;
input clk, load, inc, clr;
reg [15:0] temp;
always @ (posedge clk)
if(clr)
temp <= 12'b0;
else if(load)
temp <= acc_in;
else if(inc)
temp <= temp +1'b1;
always @ (posedge clk)
acc_out <= temp;
endmodule
File: design/flow/run.sh
#!/bin/bash
# OpenROAD 26Q1-2900-gdf79404cd8, Yosys 0.63+post, stock flow scripts
make -C /OpenROAD-flow-scripts/flow DESIGN_CONFIG=/design/flow/config.mk WORK_HOME=/design/flow/orfs finish
File: design/flow/config.mk
export PLATFORM = sky130hd
export DESIGN_NAME = acc_reg
export DESIGN_NICKNAME = acc_reg
export VERILOG_FILES = /design/flow/design.v
export SDC_FILE = /design/flow/constraint.sdc
export NUM_CORES = 4
export LEC_CHECK = 1
export CORE_AREA = 10 10 102 102
export DIE_AREA = 0 0 112 112
File: design/flow/constraint.sdc
current_design acc_reg

set clk_period 2.1
set clk_io_pct 0.2

create_clock -name clk0 -period $clk_period [get_ports {clk}]

set non_clock_inputs [all_inputs -no_clocks]
set_input_delay [expr $clk_period * $clk_io_pct] -clock clk0 $non_clock_inputs
set_output_delay [expr $clk_period * $clk_io_pct] -clock clk0 [all_outputs]
==> qor.yml <==
drt_wl_total_um: 3150
yosysChipArea_um2: 1160
synthCells: 117
whs_ns: 0.371
cts.sinks: 32
portBuffers: 35
relSlewSlack_pct: 56.8
grt_overflow_total: 0
initCoreUtil_pct: 14.1
grt_pass1_vias: 978
tool_warnings: 25
area_growth_pct: 55.3
fillers: 869
worst_hold_path.num_cells: 0
drc: 0
top_level_ports: 36
ys_cells: 117
clock_skew_ns: 0.00494
cts_setup_buffers: 0
period_needed_ns: 1.92
syn_avg_cell_area_um2: 9.91
min_period_over_period_pct: 91.5
hp-start: "temp[15]"
p_sw_w: 0.000307
end_kind: "flip-flop"
clk_pin_slew_ns: 0.07
status: "completed"
setup_viol: 0
fmax_mhz: 520
groute.usage.overall_pct: 5.07
pwr-share-comb_pct: 10.2
cp.arrival_ns: 2.11
r2r_start: "temp[5]"
synth_warnings: 1
vias_per_cell: 3.51
ys_seq_share_pct: 55.2
postLayoutCellArea_um2: 1800
tightest_slew_ns: 0.646
grt_max_degree: 27
fp-row-count: 33
dr.max_layer_used: "met4"
cts_buffers: 5
place_area_um2: 1690
antenna_found_initial: 0
core_um2: 8220
intPower_w: 0.00109
worstSkewPairLatency_ns: 0.28
final_util_pct: 21.9
die_h_um: 112
hp-class: "reg2reg"
clockRootBuffer: "clkbuf_8"
vias: 949
r2r_slack_ns: 0.22
drive_gt1_share_pct: 12.7
cts.htree.levels: 2
postRouteAntennaNets: 0
r2r_end: "temp[15]"
syn_area_um2: 1160
holdBufCountCts: 0
first_iter_violations: 43
wl_met2_um: 1250
rsz0062_at_grt: "false"
place_hpwl_um: 2440
cts.repair.resized: 0
layout.cells.most_common: "clkdlybuf4s50_1"
wl_met3_um: 300
r2r_cells: 4
leakagePower_nw: 0.616
critPathMaxFanout: 4
numSynthFlops: 32
antenna_cells: 0
p_seq_share_pct: 48.5
powerDensity_nw_per_um2: 778
required_ns: 2.29
clockPowerShare_pct: 41.4
maxSlewViolCount: 0
layout_top_cells: "clkdlybuf4s50_1 (35), dfxtp_1 (32), nor2_1 (14)"
p_sw_share_pct: 21.9
post_drt_wl_per_cell_um: 11.7
die_w_um: 112
wl_met1_um: 1580
crit_chain: "clkdlybuf4s50_1 -> nand2_2 -> or4_4 -> or3_1 -> a311oi_1"
crit_type: "in2reg"
max_stage_delay_ns: 0.53
netlist-cell-type-count: 27
drt-pass1-iter-count: 4
max-cap-violations: 0
clk_path_buf_depth: 2
max-vdd-ir-drop_mv: 0.325
crit_slowest_cell: "or4_4"
cts_tree: "done"
final-hold-violation-count: 0
globalplace.congestion: 0.765
startpoint_type: "input port"
die_area_um2: 12500
holdPathEnd: "acc_out[15]"
grt_pass1_wl_um: 5230
==> cells in the mapped netlist <==
| master | number | area share, % |
|---|---|---|
| or4_4 | 2 | 1.9 |
| clkbuf_1 | 3 | 0.97 |
| dfxtp_1 | 32 | 55 |
| o21a_1 | 1 | 0.65 |
| a21oi_1 | 5 | 2.2 |
| nor3_1 | 4 | 1.7 |
| clkinv_1 | 1 | 0.32 |
| nand2_2 | 1 | 0.54 |
| nand3_1 | 5 | 2.2 |
| ha_1 | 1 | 1.1 |
| and3_1 | 1 | 0.54 |
| or3_1 | 4 | 2.2 |
| o21ai_0 | 4 | 1.7 |
| inv_1 | 1 | 0.32 |
| o31a_1 | 1 | 0.76 |
| xor2_1 | 3 | 2.3 |
| nor4_1 | 1 | 0.54 |
| nand2_1 | 10 | 3.2 |
| nor2_1 | 14 | 4.5 |
| nand3_4 | 1 | 1.5 |
| nand4_1 | 2 | 1.1 |
| xnor2_1 | 7 | 5.3 |
| a311oi_1 | 4 | 3.0 |
| a211oi_1 | 6 | 3.9 |
| o21bai_1 | 1 | 0.65 |
| and4_2 | 1 | 0.86 |
| mux2i_1 | 1 | 0.86 |
==> area by class of cell <==
class                   count  area, um2  share of cell area, %
flip-flops and latches     32        641                   35.6
multi-input cells          80        500                   27.8
repair buffers             43        410                   22.8
well taps                 105        131                   7.29
clock buffers               5       68.8                   3.82
clock inverters             3       42.5                   2.36
inverters                   2       7.51                  0.417
==> routing by layer <==
metal	vias to the layer above	track usage, %
li1	514	-
met1	397	7.10
met2	33	7.07
met3	5	2.39
met4	0	0.761
met5	-	0
==> worst max path at each step <==
| stage | from | end |
|---|---|---|
| after global routing | temp[5] | temp[15] |
| after CTS | inc | temp[12] |
| final | inc | temp[12] |
==> registers in the layout, summed over array words and instances (netlist names) <==
register,count
acc_out,16
temp,16
==> worst max-delay path, delay by kind of cell <==
family          cells  cell delay [ns]
compound gates      1             0.24
buf+inv             1             0.51
simple gates        3             0.95
==> through the flow <==
stage / cells / power [W] / setup WS, ns / TNS [ns]
final: 270 / 0.00140 / 0.178 / 0
after global routing: 270 / 0.00147 / 0.0709 / 0
after CTS: 270 / 0.00142 / 0.188 / 0
after detailed placement: 262 / 0.000838 / -0.141 / -0.397
after global placement: 262 / 0.000838 / -0.109 / -0.298
after floorplan: 117 / 0.000730 / 0.297 / 0
==> power groups by stage <==
stage / sequential (W) / clock, W / combinational [W]
final: 0.000680 / 0.000580 / 0.000142
after global routing: 0.000686 / 0.000629 / 0.000159
after CTS: 0.000680 / 0.000595 / 0.000146
==> cell families (layout without fill, tap and decap cells) <==
group / after synthesis / count (layout) / share of synthesized area [%]
adder cells (fa/ha/maj): 1 / 1 / 1.08
flip-flops: 32 / 32 / 55.2
AND/OR/NAND/NOR: 46 / 46 / 20.8
XOR/XNOR: 10 / 10 / 7.55
AND-OR/OR-AND: 22 / 22 / 12.8
buffers and inverters: 5 / 53 / 1.62
multiplexers: 1 / 1 / 0.863
Power and IR drop assume default switching activity.
