$ cat ./config.mk
export PLATFORM = sky130hd
export DESIGN_NAME = data_reg
export DESIGN_NICKNAME = data_reg
export VERILOG_FILES = /design/flow/design.v
export SDC_FILE = /design/flow/constraint.sdc
export NUM_CORES = 4
export LEC_CHECK = 1
export CORE_AREA = 10 10 93 93
export DIE_AREA = 0 0 103 103
$ cat ./constraint.sdc
current_design data_reg

set clk_period 2.7
set clk_io_pct 0.2

create_clock -name clk0 -period $clk_period [get_ports {clk}]

set non_clock_inputs [all_inputs -no_clocks]
set_input_delay [expr $clk_period * $clk_io_pct] -clock clk0 $non_clock_inputs
set_output_delay [expr $clk_period * $clk_io_pct] -clock clk0 [all_outputs]
$ cat ./design.v
module data_reg( data_in, clk, load, clr, inc,data_out);
output reg [15:0]data_out;
input [15:0] data_in;
input clk, load, inc, clr;
reg [15:0] temp;
always @ (posedge clk)
if(clr)
temp <= 12'b0;
else if(load)
temp <= data_in;
else if(inc)
temp <= temp +1'b1;
always @ (posedge clk)
data_out <= temp;
endmodule
$ cat ./run.sh
#!/bin/bash
# OpenROAD 26Q1-2900-gdf79404cd8, Yosys 0.63+post, stock flow scripts
make -C /OpenROAD-flow-scripts/flow DESIGN_CONFIG=/design/flow/config.mk WORK_HOME=/design/flow/orfs finish
==> run summary <==
Adders+Majority by Area - 1.079%
Drt wl/cell - 11.87 microns
WP data arrival - 2.43 ns
Hold EP - data_out[15]
Post-Syn Area per Cell - 9.913 sq um
Startpoint Class - primary input
Met2 track demand over resource - 8.289%
DRC viols - 0
Global-route met3 utilization - 2.302%
# rows - 30
Distinct lib cells - 27
Total number of vias - 937
Most common cell in the synthesized netlist - dfxtp_1
FP Core Util - 17.17%
Die ar. - 0.01061 sq mm
MaxCap Viol Count - 0
Largest net degree at the start of global routing - 24
Final ANT Viol Nets - 0
Post-CTS Setup Bufs - 0
Synth Flop Type - dfxtp_1
Highest Clock Rate - 444.2 MHz
Slowest stage delay, CP - 0.60 ns
Filler instances - 714
FF+latch count, synth - 32
Status - completed
Placed Cells - 231
Tool warnings - 25
Vias in the first global route - 964
Min-delay src - temp[15]
CP Cell Sequence - clkdlybuf4s50_1 > nand2_2 > or4_4 > or3_1 > a311oi_1
Dominant cell area share - 55.23%
H-tree levels - 2
Post-Syn Area - 0.001160 sq mm
Area Growth Syn to Fin - 48.44%
Hold path depth - 0
Top cells, area - dfxtp_1, xnor2_1, nor2_1, a211oi_1, nand2_1
Dpl hpwl - 2.206 mm
Slowest CP cell - clkdlybuf4s50_1
Yosys simple share - 20.82%
Yosys Instances - 117
Worst-margin pin slew - 0.6136 ns
Initial DRC count - 40
Clk ins delay skew pair - 0.28 ns
CTS Sinks - 32
Gr ovfl total - 0
Warnings, synthesis - 1
Ports - 36
XOR Share, Synth - 7.551%
Antenna violations before repair - 0
Slew headroom - 58.96%
PD cells - 622.0 mW/mm^2
Hold WC Path Type - reg -> reg
Fin area - 0.001722 sq mm
Worst Reg-to-Reg Cells - 5
Endpoints failing hold - 0
DRT Pass-1 Iters - 4
Post-CTS sizing - 0
Comb. cell area - 500.5 sq um
Setup Skew - 0.005941 ns
Reg2Reg Setup Slack - 0.74 ns
Reg2Reg Capture Point - temp[12]
Async SR Flop Fraction - 0%
GRT Total Usage - 5.556%
Max Root-Sink Buffers - 2
Chip height - 103 microns
EDFF count, synth - 0
Seq share, synth - 55.23%
Met1 GRT Util - 7.566%
Max Transition Viols Final - 0
Count of buffers from port buffering - 35
Root buffer cell - clkbuf_8
Area leader, netlist - dfxtp_1
Leakage - 0.0005893 uW
Vias/cell - 3.921
Reg area - 640.6 sq um
Setup tns final - 0 ns
R2R Path Start - temp[0]
Fin cells - 239
VDD IR-drop max - 0.3163 mV
Yosys aoi share - 12.84%
Total Wirelength - 2.838 mm
Crit path kind - in -> reg
Floorplan core area - 0.006756 sq mm
Post-Place Cell Area - 0.001614 sq mm
Top non-seq family - simple AND/OR/NAND/NOR gates
Final Setup Violations - 0
Fin crit share - 83.37%
Multiplexer share - 0.8630%
Commonest cells in the netlist - dfxtp_1, nor2_1, nand2_1
First-pass GRT wire length - 4.623 mm
Yosys Chip Area - 0.001160 sq mm
CTS buffer count - 5
Unrepaired setup endpoints after global routing - false
Synth Instances - 117
CTS tree - done
Clock transition at path regs - 0.06 ns
Share of cells above drive strength 1 - 8.805%
Crit path capture type - flip-flop
Worst Path Max Fanout - 6
GR peak layer - met2
WP data required - 2.88 ns
Antenna diodes - 0
Tmin final - 2.251 ns
Final GP Congestion - 0.7911
Hold_buf cts - 0
Die Wd - 103 microns
[layout by cell type (no fill, tap or decap), drive strengths merged]
cell type      count
clkdlybuf4s50     35
dfxtp             32
nor2              14
nand2             11
xnor2              7
a211oi             6
nand3              6
clkbuf             6
a21oi              5
or3                4
o21ai              4
a311oi             4
nor3               4
xor2               3
nand4              2
or4                2
buf                2
clkinv             2
inv                1
and3               1
o21a               1
o31a               1
nor4               1
o21bai             1
and4               1
mux2i              1
ha                 1
bufinv             1
[stage by stage]
step / util, % / worst slack, ns / total power (uW) / hold slack (ns)
floorplan: - / 0.8975 / 568.1 / 0.3390
global placement: 23.89 / 0.2082 / 646.6 / 0.3592
detailed placement: 23.89 / 0.1576 / 647.0 / 0.3572
CTS: 25.48 / 0.4478 / 1083 / 0.3719
global route: 25.48 / 0.3481 / 1120 / 0.3841
finish: 25.48 / 0.4489 / 1071 / 0.3703
[kinds of logic after synthesis]
family,after synthesis
and+or+nand+nor,46
DFF,32
AOI/OAI and AO/OA,22
xor gates and xnor gates,10
buffers and inverters,5
muxes,1
adders and majority gates,1
[worst max-delay path by stage]
stage	startpoint	end	slack (ns)	depth (start not counted)
6_report	inc	temp[12]	0.45	5
5_1_grt	inc	temp[12]	0.35	5
4_1_cts	inc	temp[12]	0.45	5
[state kept, by name (all words and copies together) (netlist names)]
signal,cells
temp,16
data_out,16
[where the power goes]
group | switching (uW) | total, uW | internal [uW]
Sequential | 25.0 | 530 | 505
Clock | 163 | 436 | 273
Combinational | 34.1 | 105 | 70.6
[final cells by class]
class,instances,share of cell area [%]
timing repair buffer,37,21.22
multi-input combinational,80,29.07
tap,80,5.814
clock buffer,6,4.215
clock inverter,2,2.035
inverter,2,0.4360
sequential,32,37.21
[routing by layer]
metal | share of wire, % | vias up | routed length, microns
met2 | 41 | 26 | 1159
met3 | 8.1 | 5 | 231
met5 | 0 | - | 0
met1 | 50 | 403 | 1418
met4 | 0.99 | 0 | 28
li1 | - | 503 | -
[critical path: cells and delay by family]
kind                   cells  cell delay, ns
AND-OR/OR-AND              1            0.25
buffers and inverters      1            0.60
AND/OR/NAND/NOR            3            1.03
Power is estimated from default activity; no workload was simulated.
